--- flow/design.v ---
module maxfinder
#(
    parameter       INPUT_NUM   =   10   ,
                    DATA_WIDTH  =   16   
)             
(
    input           clk         ,
    input           rst_n       ,
    input   [INPUT_NUM*DATA_WIDTH-1:0]  data_in     ,
    input                               data_valid  ,
    output  reg   [DATA_WIDTH-1:0]  output_data     ,
    output  reg                     output_valid        );
localparam  IDLE   =  1'b0,
            JUDGE  =  1'b1;
reg  state                       ;
reg  [DATA_WIDTH-1:0]   max      ;    
reg  [INPUT_NUM*DATA_WIDTH-1:0]  data_in_reg    ;    
reg  [15:0]     cnt;   
always @(posedge clk or negedge rst_n) begin
    if(~rst_n) begin
        max <= 0;
        data_in_reg  <= 0;
        cnt <= 16'd0;
        state <= IDLE;
        output_data <= 0;
        output_valid <= 1'b0;
    end
    else begin
        case(state)
            IDLE: begin
                output_valid <= 1'b0;
                output_data <= 0;
                if(data_valid) begin
                    max <= data_in[DATA_WIDTH-1:0];
                    data_in_reg <= data_in;
                    cnt <= 16'd1;
                    state <= JUDGE;
                end 
            end
            JUDGE :begin
                cnt <= cnt + 1'b1   ;
                if (cnt == INPUT_NUM) begin
                    cnt <= 1'b0;
                    output_valid <= 1'b1;
                    state <= IDLE;
                end
                else if (data_in_reg[cnt*DATA_WIDTH+:DATA_WIDTH] > max)
                    begin
                        output_data <= cnt ;
                        max <= data_in_reg[cnt*DATA_WIDTH+:DATA_WIDTH];
                    end
            end
        endcase
    end
end
endmodule
--- flow/run.sh ---
#!/bin/bash
# OpenROAD 26Q1-2900-gdf79404cd8, Yosys 0.63+post, stock flow scripts
make -C /OpenROAD-flow-scripts/flow DESIGN_CONFIG=/design/flow/config.mk WORK_HOME=/design/flow/orfs finish
--- flow/config.mk ---
export PLATFORM = sky130hd
export DESIGN_NAME = maxfinder
export DESIGN_NICKNAME = maxfinder
export VERILOG_FILES = /design/flow/design.v
export SDC_FILE = /design/flow/constraint.sdc
export NUM_CORES = 4
export LEC_CHECK = 1
export CORE_UTILIZATION = 30
--- flow/constraint.sdc ---
current_design maxfinder

set clk_period 13.7
set clk_io_pct 0.2

create_clock -name clk0 -period $clk_period [get_ports {clk}]

set non_clock_inputs [all_inputs -no_clocks]
set_input_delay [expr $clk_period * $clk_io_pct] -clock clk0 $non_clock_inputs
set_output_delay [expr $clk_period * $clk_io_pct] -clock clk0 [all_outputs]
==> results.json <==
{
  "detail_route.iter0.violations": 408,
  "finalClockSkew_ns": 0.0117,
  "mappedNetlistArea_um2": 10100,
  "power.leakage_nw": 5.50,
  "die_h_um": 186,
  "die_w_um": 186,
  "ys_seq_elements": 210,
  "actual_transition_at_the_worst_max_transition_pin_ns": 0.817,
  "yosys.stat.seqShare": 0.518,
  "p_per_area_nw_per_um2": 246,
  "globalRouteOverflowTotal": 0,
  "timing_max_transition_violations_final": 0,
  "areaGrowthSynthToFinish_pct": 30.0,
  "cts_root_buf": "sky130_fd_sc_hd__clkbuf_16",
  "synth_cell_type_count": 42,
  "clkLatencyLatePin_ns": 0.52,
  "cts_made_buffers": 25,
  "grt_max_degree": 64,
  "hold_class": "register to register",
  "synth.yosys.num_cells": 828,
  "syn_area_per_cell_um2": 12.3,
  "grt_first_pass_wirelength_um": 41100,
  "cts_tree": "done",
  "final_sum_of_negative_setup_slack_ns": 0,
  "crit_arrival_ns": 5.41,
  "synth.yosys.chip_area_um2": 10100,
  "syn_inst": 828,
  "status": "complete, no violations",
  "core.rowCount": 66,
  "max_cap_viol_count": 0,
  "post_route_cells_drive_above_1_share": 0.226,
  "ant_nets": 0,
  "synthTopCellsByArea": "sky130_fd_sc_hd__dfrtp_1, sky130_fd_sc_hd__mux2_2, sky130_fd_sc_hd__mux2i_1",
  "layout_worst_path_cycle_share": 0.363,
  "first_pass_iters": 4,
  "drcViolationCount": 0,
  "setup.worst_path.class": "register to register",
  "dominantRegCellSynth": "sky130_fd_sc_hd__dfrtp_1",
  "drt-wirelength-per-cell_um": 18.3,
  "most_frequently_used_cell_type_in_the_post_synthesis_netlist": "sky130_fd_sc_hd__dfrtp_1",
  "fillerInstances": 3128,
  "required_ns": 14.13,
  "grtUsageTotal": 0.162,
  "design_power_total_mw": 3.24,
  "synth_largest_type_area_fraction": 0.518,
  "antenna_found_initial": 2,
  "finalSetupViolations": 0,
  "detail_route.wirelength_um": 26600,
  "count_of_tool_warnings": 26,
  "vias_per_cell": 4.82,
  "crit_path_max_fanout": 40,
  "grt_setup_unrepaired": "no",
  "synth-edff-count": 0,
  "synthArstFlopShare": 1.00,
  "vias_in_the_first_global_route": 7038,
  "post_cts_resized": 0,
  "synth.cells.most_frequent": "sky130_fd_sc_hd__dfrtp_1, sky130_fd_sc_hd__mux2_2, sky130_fd_sc_hd__mux2i_1, sky130_fd_sc_hd__nor2_1, sky130_fd_sc_hd__clkbuf_1",
  "crit_path_end_kind": "register",
  "routabilityCongestion": 0.852,
  "largest_area_cell": "sky130_fd_sc_hd__dfrtp_1",
  "yosysWarningCount": 1,
  "max_reg_flops": 160,
  "hpwl_um": 18700,
  "fmax_ghz": 0.201,
  "clockBufferDepth": 3,
  "postCtsHoldBufs": 0,
  "die_area_um2": 34600,
  "io_buffers": 179,
  "min_period_ns": 4.98,
  "slew-limit-headroom": 0.455,
  "cts_max_level": 1,
  "fp_util": 0.308,
  "detailroute.via_count": 7007,
  "critical_path.startpoint_type": "register",
  "cts_post_setup_buffers_inserted": 0,
  "peakVddDrop_v": 0.000155,
  "hold_viol": 0,
  "clkTransAtPathRegs_ns": 0.06,
  "clkSinkCount": 210,
  "boundaryPins": 180,
  "core_area_um2": 32900
}
==> final timing paths <==
check	startpoint	to	slack, ns	depth (start not counted)
max	cnt[1]	max[13]	8.72	13
min	data_in_reg[26]	data_in_reg[26]	0.50	1
max reg2reg	cnt[1]	max[13]	8.72	13
min reg2reg	data_in_reg[26]	data_in_reg[26]	0.50	1
max in group asynchronous	rst_n	data_in_reg[26]	10.46	2
min in group asynchronous	rst_n	data_in_reg[78]	2.12	1
==> through the flow <==
stage | hold WS, ns | instances | worst slack (ns) | utilization | area (µm²)
floorplan | 0.474 | 828 | 9.55 | - | 10100
global placement | 0.488 | 1407 | 8.42 | 0.376 | 12400
detailed placement | 0.495 | 1407 | 8.40 | 0.376 | 12400
CTS | 0.507 | 1452 | 8.63 | 0.400 | 13200
global route | 0.514 | 1452 | 8.35 | 0.400 | 13200
finish | 0.502 | 1453 | 8.72 | 0.401 | 13200
==> where the power goes <==
part           total [mW]  internal (mW)  leakage (nW)  switching [mW]
logic                1.50          0.752          2.56           0.750
clock network       0.657          0.391         0.397           0.266
registers            1.09          0.914          2.54           0.171
==> routing by layer <==
metal	share of wire	GRT usage	vias up
li1	-	-	3360
met1	0.45	0.239	3430
met2	0.47	0.257	173
met3	0.053	0.0293	42
met4	0.023	0.0325	2
met5	0.00034	0	-
==> placed cells by master, fill, tap and decap left out, types with 11 or more instances in the layout <==
cell                              instances
sky130_fd_sc_hd__dfrtp_1                209
sky130_fd_sc_hd__clkdlybuf4s50_1        178
sky130_fd_sc_hd__mux2_2                 161
sky130_fd_sc_hd__mux2i_1                 96
sky130_fd_sc_hd__nor2_1                  39
sky130_fd_sc_hd__a22oi_1                 36
sky130_fd_sc_hd__o21ai_0                 31
sky130_fd_sc_hd__nand2_1                 30
sky130_fd_sc_hd__clkbuf_16               25
sky130_fd_sc_hd__inv_1                   18
sky130_fd_sc_hd__nor2b_1                 18
sky130_fd_sc_hd__ha_1                    18
sky130_fd_sc_hd__buf_4                   17
sky130_fd_sc_hd__a31oi_1                 15
sky130_fd_sc_hd__a31o_1                  11
==> layout make-up <==
type / instances / area, µm² / area share
well taps: 442 / 553 / 0.0419
clock inverters: 12 / 126 / 0.00958
inverters: 18 / 67.6 / 0.00512
diodes: 1 / 2.50 / 0.000190
flip-flops and latches: 210 / 5260 / 0.398
repair buffers: 196 / 1920 / 0.146
clock buffers: 33 / 686 / 0.0520
multi-input cells: 541 / 4580 / 0.347
==> worst max-delay path, cell delays in order, from the launching register on <==
cell	delay, ns
sky130_fd_sc_hd__dfrtp_4	0.79
sky130_fd_sc_hd__buf_4	0.69
sky130_fd_sc_hd__mux2i_1	0.28
sky130_fd_sc_hd__a22o_1	0.17
sky130_fd_sc_hd__a21oi_1	0.04
sky130_fd_sc_hd__a31o_2	0.27
sky130_fd_sc_hd__ha_1	0.31
sky130_fd_sc_hd__a21o_1	0.19
sky130_fd_sc_hd__a21o_1	0.16
sky130_fd_sc_hd__a2111oi_0	0.65
sky130_fd_sc_hd__a31oi_4	0.37
sky130_fd_sc_hd__buf_4	0.39
sky130_fd_sc_hd__mux2_2	0.37
sky130_fd_sc_hd__o21ai_0	0.19
==> logic make-up after synthesis <==
kind of cell	synth area share
compound gates	0.0925
fa+ha+maj	0.0222
buf+inv	0.0332
flops	0.518
mux	0.273
simple gates	0.0610
Power and IR drop assume default switching activity.
