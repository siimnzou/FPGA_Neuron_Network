File: /design/flow/design.v
module relu
#(
    parameter       DATA_WIDTH       = 16 ,
                    WEIGHT_INT_WIDTH = 4  
)
(
    input                               clk       ,
    input       [2*DATA_WIDTH-1:0]      data_in   ,
    output  reg [DATA_WIDTH-1:0]        data_out  
);
always @(posedge clk)
begin        
    if($signed(data_in) >= 0)
    begin   
        if(|data_in[2*DATA_WIDTH-1-:WEIGHT_INT_WIDTH+1])    
            data_out <= {1'b0,{(DATA_WIDTH-1){1'b1}}};  
        else     
            data_out <= data_in[2*DATA_WIDTH-1-WEIGHT_INT_WIDTH-:DATA_WIDTH];
    end
    else 
        data_out <= 0;      
end
endmodule
File: /design/flow/run.sh
#!/bin/bash
# OpenROAD 26Q1-2900-gdf79404cd8, Yosys 0.63+post, stock flow scripts
make -C /OpenROAD-flow-scripts/flow DESIGN_CONFIG=/design/flow/config.mk WORK_HOME=/design/flow/orfs finish
File: /design/flow/config.mk
export PLATFORM = sky130hd
export DESIGN_NAME = relu
export DESIGN_NICKNAME = relu
export VERILOG_FILES = /design/flow/design.v
export SDC_FILE = /design/flow/constraint.sdc
export NUM_CORES = 4
export LEC_CHECK = 1
export CORE_AREA = 10 10 70 70
export DIE_AREA = 0 0 80 80
File: /design/flow/constraint.sdc
current_design relu

set clk_period 2.2
set clk_io_pct 0.2

create_clock -name clk0 -period $clk_period [get_ports {clk}]

set non_clock_inputs [all_inputs -no_clocks]
set_input_delay [expr $clk_period * $clk_io_pct] -clock clk0 $non_clock_inputs
set_output_delay [expr $clk_period * $clk_io_pct] -clock clk0 [all_outputs]
==> summary.rpt <==
FLOW METRICS REPORT
----------------------------------------------------
[Routing]
  DR WL/cell ........................ 10.3 microns
  Remaining antenna violation count ........................ 0
  Via count ........................ 432
  Post-DR vias/cell ........................ 3.20
  WL final ........................ 1.39 mm
  Diode insertion count for antenna repair ........................ 0
  Drt first pass iters ........................ 4
  Detailed router's first-iteration violation count ........................ 3
  Number of remaining DRC errors ........................ 0

[Final layout]
  Flop area ........................ 320 sq um
  Layout overhead on the synthesized area ........................ 90.8%
  Register containing the most flip-flops in the final layout ........................ data_out
  Fillers ........................ 364
  Logic cell area ........................ 100 sq um
  Highest-count cells in the layout ignoring fill and taps ........................ 36 x clkdlybuf4s50_1, 16 x dfxtp_1, 15 x inv_1, 15 x a21oi_1, 3 x clkbuf_4
  Leading registers by flop count ........................ data_out x16
  Flip-flop count of the largest register, all copies and words added ........................ 16
  Most frequent logic cell in the layout ........................ clkdlybuf4s50_1
  Fraction of final layout cells with drive strength greater than 1 ........................ 6.74%

[Worst setup path]
  CP bufs+invs ........................ 1
  Kind of critical path ........................ reg -> out
  Required arrival time at the worst endpoint ........................ 1.76 ns
  Critical-path top delay cell ........................ clkdlybuf4s50_1
  Instance count on the critical path ........................ 1
  Arrival time worst endpoint ........................ 1.07 ns
  Largest stage delay, worst path ........................ 0.47 ns
  Highest net fanout along the worst path ........................ 1
  Cell family with the largest share of critical-path delay ........................ buffers and inverters
  Nature of the critical path startpoint ........................ flip-flop
  Endpoint of the worst setup timing path ........................ data_out[10]
  Timing startpoint of the critical path ........................ data_out[10]$_SDFF_PN0_
  Cell breakdown of the critical path ........................ clkdlybuf4s50_1
  Endpoint kind of the worst setup timing path ........................ output port

[Timing]
  Least-Margin Pin Slew ........................ 0.516 ns
  Setup TNS Final ........................ 0 ns
  Unrepaired setup endpoints after global routing ........................ false
  Final Critical Period ........................ 1.51 ns
  Final Setup Violations ........................ 0
  Peak clock frequency supported by timing ........................ 0.660 GHz
  Part of the cycle the worst path needs ........................ 68.8%
  Worst slew margin ........................ 65.5%
  Final slew viol count ........................ 0
  Number of failing hold endpoints at the final stage ........................ 0
  Post-Route Hold Slack ........................ 0.683 ns

[Logic synthesis]
  Post-synth regs ........................ 16
  Synthesized cell area ........................ 492 sq um
  Post-synthesis area per instance ........................ 9.83 sq um
  Top area cell types ........................ dfxtp_1 65%, a21oi_1 15%, inv_1 11%
  Mapped Cells ........................ 50
  Top comb family, area ........................ AND-OR/OR-AND gates
  Cell type with the largest total area ........................ dfxtp_1
  Post-synthesis xor/xnor area fraction ........................ 0%
  Yosys synthesis warning count ........................ 1
  Yosys Chip Area ........................ 492 sq um
  Mux area share ........................ 0%
  Number of distinct standard cells referenced by the synthesized netlist ........................ 7
  Simple-Gate Fraction of Synth Area ........................ 4.33%
  Top area contributor share ........................ 65.1%
  Part of the Yosys area used for sequential elements ........................ 65.1%
  Yosys Instances ........................ 50
  Ao+oa area frac ........................ 15.3%
  Area fraction in full adders, half adders and majority gates ........................ 0%

[Floorplanning]
  Std-Cell Rows ........................ 21
  Number of placed I/O pins ........................ 49
  Horizontal die dimension ........................ 80 microns
  Core region area ........................ 3420 sq um
  Chip area ........................ 6400 sq um
  Height of the die ........................ 80 microns
  Initial standard-cell utilization of the core ........................ 14.4%

[CTS]
  Hold-fix buffer count after cts ........................ 0
  Clock transition at the register clock pins on the worst setup and hold paths after CTS ........................ 0.09 ns
  Number of instances resized during post-cts repair ........................ 0
  Maximum buffer depth of the clock tree ........................ 2
  Count of buffers added by post-CTS timing repair for setup ........................ 0
  Root buffer selected by CTS ........................ clkbuf_4
  H-tree level count ........................ 1
  Number of sinks driven by the clock tree ........................ 16
  Clock tree from TritonCTS ........................ done
  TritonCTS Buffers ........................ 3

[GRT]
  Pin count of the biggest net entering global routing ........................ 16
  Number of antenna violations at the first check in global routing ........................ 0
  GRT Util Overall ........................ 4.59%
  Grt total ovfl ........................ 0
  Via count of the first global-routing pass ........................ 464
  Wire length of the first global-routing pass ........................ 2.31 mm

[Placed design]
  Post-DP HPWL ........................ 1.18 mm
  Buffers added on ports ........................ 36
  Final weighted congestion in routability-driven placement ........................ 0.779

[Pwr]
  PD cells ........................ 626 nW/um^2
  Worst IR Drop VDD ........................ 232 uV
  Power consumption ........................ 0.588 mW
  Leak Pwr ........................ 0.413 nW

[Run]
  Maxcap violations ........................ 0
  Number of OpenROAD warnings ........................ 37

[Outcome]
  Outcome ........................ complete, no violations

[Min path]
  Worst hold path class ........................ in -> reg

----------------------------------------------------
[stage by stage]
| stage | setup WS, ns | utilization, % | cell area, sq um | instances |
|---|---|---|---|---|
| floorplan | 1.03 | - | 492 | 50 |
| global placement | 0.437 | 26.4 | 902 | 131 |
| detailed placement | 0.424 | 26.4 | 902 | 131 |
| CTS | 0.646 | 27.5 | 938 | 135 |
| global route | 0.612 | 27.5 | 938 | 135 |
| finish | 0.686 | 27.5 | 938 | 135 |
[cell families (layout without fill, tap and decap cells)]
family,count (synthesis),count (layout)
other,1,1
buffers and inverters,17,56
AND/OR/NAND/NOR,1,1
flip-flops,16,16
AND-OR/OR-AND,15,15
[Yosys cell counts]
master and count:
nor4_4 1, buf_6 1, conb_1 1, clkbuf_1 1, a21oi_1 15, dfxtp_1 16
inv_1 15
[worst min-delay path by stage]
| stage | start | end | slack [ns] | cells after the start |
|---|---|---|---|---|
| after CTS | data_in[23] | data_out[11]$_SDFF_PN0_ | 0.67 | 3 |
| after global routing | data_in[20] | data_out[8]$_SDFF_PN0_ | 0.67 | 3 |
| final | data_in[23] | data_out[11]$_SDFF_PN0_ | 0.68 | 3 |
[layer usage]
metal	vias to the layer above	GRT usage, %	wire length [microns]
li1	227	-	-
met1	177	4.95	546
met2	28	7.38	618
met3	0	3.30	224
met4	0	0.528	0
met5	-	0	0
[final cells by class]
| class | instances | area share, % |
|---|---|---|
| timing repair buffer | 37 | 39.2 |
| sequential | 16 | 34.1 |
| multi-input combinational | 17 | 10.7 |
| tap | 46 | 6.13 |
| inverter | 15 | 6.00 |
| clock buffer | 4 | 3.87 |
[where the power goes]
part | internal (mW) | total, mW | switching (mW) | leakage [nW]
Combinational | 0.0650 | 0.0868 | 0.0217 | 0.257
Clock | 0.101 | 0.190 | 0.0894 | 0.0210
Sequential | 0.307 | 0.311 | 0.00410 | 0.135
No activity file was given, so power comes from the tool's default toggle rates.
